## ./config.mk

```make
export PLATFORM = sky130hd
export DESIGN_NAME = muit
export DESIGN_NICKNAME = muit
export VERILOG_FILES = /design/flow/design.v
export SDC_FILE = /design/flow/constraint.sdc
export NUM_CORES = 4
export LEC_CHECK = 1
export CORE_UTILIZATION = 50
```

## ./design.v

```verilog
`timescale 1ns / 1ps
module muit(a,b,outcome);
parameter n=8;
input  [n-1:0]a;
input  [n-1:0]b;
output [2*n-1:0] outcome;
assign outcome=a*b;
endmodule
```

## ./constraint.sdc

```tcl
current_design muit

set clk_period 6.8
set clk_io_pct 0.2

create_clock -name clk0 -period $clk_period

set non_clock_inputs [all_inputs -no_clocks]
set_input_delay [expr $clk_period * $clk_io_pct] -clock clk0 $non_clock_inputs
set_output_delay [expr $clk_period * $clk_io_pct] -clock clk0 [all_outputs]
```

## ./run.sh

```bash
#!/bin/bash
# OpenROAD 26Q1-2900-gdf79404cd8, Yosys 0.63+post, stock flow scripts
make -C /OpenROAD-flow-scripts/flow DESIGN_CONFIG=/design/flow/config.mk WORK_HOME=/design/flow/orfs finish
```

==> summary.txt <==
Entry: Yosys synthesis followed by OpenROAD place and route.

Final timing:
- After layout, the worst setup slack is ~150 ps.
- In this run the tightest slew margin relative to its limit is 73.7%.
- The run gives the hold violation total from the final report as 0.
- The final critical path takes up a little over nine tenths of the cycle.
- The final report lists the setup-violating endpoint count as 0.
- The run gives the minimum clock period after layout as about 6600 ps.
- The run gives the peak clock frequency supported by timing as between 150 and 200 MHz.
- The run puts the actual transition at the worst max-transition pin at slightly below 400 ps.
- The run puts the max-slew violation total from the final report at 0.

Power:
- The analysis attributes to cell leakage a power of approximately 1.5 nW.
- The run puts the total power after layout at roughly 820 µW.
- The run gives the total power divided by cell area as around 280 mW/mm².
- The highest supply drop recorded on VDD is between 0.2 and 0.3 mV.

Finish:
- The run puts the sequential cell area at 0 µm².
- After routing the design area is 0.00290 mm².
- The number of sequential cells reported for the layout is 0.
- The run puts the layout-stage area growth over the synthesis result at 37.4%.
- The layout summary lists the proportion of cells stronger than drive strength 1 as 25.4%.
- The layout has 0 clock buffers.

Critical path:
- The worst setup path is captured at an output port.
- The run gives the maximum net fanout on the critical path as 6.
- According to the timing report, the critical path is launched from a[4].
- The run gives the slowest cell on the critical path as sky130_fd_sc_hd__fa_1.
- On the critical path the data arrives at about 5300 ps.
- The run puts the data required time of the worst path at between 5000 and 6000 ps.
- The run gives the endpoint of the most critical setup path as outcome[15].
- The run gives the element type at the critical path start as a primary input.
- Listed in order, past its start point the critical path passes buf_4, and2_4, fa_1, inv_2, fa_1, inv_2, fa_1, inv_2, fa_1, inv_2, ha_4, and2_4, a221oi_4, buf_4, buf_4, nand3_2, and3_4, a211oi_2, clkbuf_2.
- The run gives the delay contributed by the slowest stage of the critical path as around 550 ps.
- The worst setup path is of the in -> out kind.

Drt:
- 0 antenna diodes ended up in the layout.
- The run puts the detailed-routing iteration count for the pre-antenna-repair pass at 4.
- The run gives the total detailed-routing wirelength as about 4200 µm.
- The run puts the violation count after the first detailed-routing iteration at just over 50.
- The run puts the routed length per instance at between 10 and 15 µm.
- The run gives the number of nets with antenna violations after detailed routing as 0.
- The run gives the average vias per placed instance as around 4.9.
- Per the detail_route report, DRC violations left total 0.
- Per the detail_route report, the via count comes to around 1,800.

Global routing:
- The run gives the number of antenna violations at the first check in global routing as 0.
- Global routing finished with a remaining overflow of 0.
- The run puts the all-layer global routing usage at 21.2%.
- Entering global routing, the biggest net connects 9 pins.
- The via count of the first global-routing pass came to roughly 1,700.
- The first global-routing pass estimated around 7000 µm of wire.

Yosys:
- The run puts the distinct cell type count after synthesis at 28.
- The run gives the number of warnings printed during yosys synthesis as 0.
- The run gives the post-synthesis instance area as around 0.0021 mm².
- The synthesized netlist was found by Yosys to have about 240 cells.
- The synthesized design spends more area on one cell type than any other, namely sky130_fd_sc_hd__fa_1.
- The run gives the fraction of post-synthesis cell area in the top cell type by area as 34.2%.
- The run gives the summed standard-cell area reported by yosys as between 0.002 and 0.0025 mm².
- Of the synthesized area, sequential elements account for 0%.
- The run gives the number of standard cells after synthesis as roughly 240.
- By area the synthesized netlist is led by sky130_fd_sc_hd__fa_1 (34%), sky130_fd_sc_hd__ha_1 (21%), sky130_fd_sc_hd__and2_1 (14%).
- The run puts the mean instance size in the synthesized netlist at 8.67 µm².

Status:
- The run finished with clean final reports.

Placement:
- The run gives the routability congestion estimate from global placement as just under 0.9.
- The run gives the total half-perimeter wirelength after legalization and detailed placement as approximately 3700 µm.
- The run puts the worst slack at placement at -562 ps.
- The placed instances occupy a cell area of about 0.0028 mm².
- During placement, the flow inserted port buffers numbering 32.

Flow run:
- The run puts the tally of OpenROAD warnings at 34.
- The run gives the max-capacitance violation count as 0.

Floorplanning:
- The run puts the die outline area at 0.00448 mm².
- In this run the standard cell core region covers 0.00403 mm².
- The run puts the core utilization at floorplan at a little over half.
- The run gives the number of standard-cell rows in the floorplan as 23.
- The vertical die dimension reported for this design is ~67 µm.
- The run gives the count of boundary I/O pins as 32.
- The run puts the chip width at between 60 and 70 µm.

Clock tree:
- The run gives the number of hold buffers added after CTS as 0.

Hold path:
- The run gives the worst hold path depth as 4.
- STA reports the tightest min-delay check as being of type in -> out.
- The run gives the source of the worst hold timing path as a[0].
-- layout by cell type (no fill, tap or decap), drive strengths merged, types with 2 or more instances in the layout --
cell / n
nor2b: 2
dlygate4sd2: 5
a211o: 3
o211ai: 2
nand2: 23
and3: 3
buf: 51
inv: 49
nor3: 2
xnor2: 7
clkdlybuf4s50: 12
dlymetal6s2s: 2
a21oi: 5
nor2: 6
ha: 36
o21a: 4
clkbuf: 2
fa: 36
clkdlybuf4s15: 4
xor2: 4
o21ai: 3
and2: 48
-- timing repair --
item	in CTS	in global routing
endpoints found under the setup margin	9	6
pin swaps	19	19
buffers inserted	2	4
hold endpoints to repair	0	0
gates resized	59	22
-- worst min-delay path by stage --
stage     slack, ps         end
6_report       3640  outcome[0]
4_1_cts        3650  outcome[0]
5_1_grt        3700  outcome[0]
-- cells by family after synthesis --
logic type / share of synthesized area (%)
AND/OR/NAND/NOR: 23.0
adder cells (fa/ha/maj): 55.6
buffers and inverters: 8.73
AND-OR/OR-AND: 8.14
XOR/XNOR: 4.57
-- worst max-delay path: cells and delay by family --
kind | cells | cell delay [ps]
and+or+nand+nor | 4 | 570
adders and majority gates | 5 | 2320
buffers and inverters | 8 | 660
AOI/OAI and AO/OA | 2 | 380
-- where the power goes --
| group | switching (mW) | internal (mW) |
|---|---|---|
| Combinational | 0.326 | 0.493 |
| Clock | 0 | 0 |
| Sequential | 0 | 0 |
-- metrics by stage --
step           instances  TNS (ps)  utilization [%]  hold WS [ps]
2_1_floorplan        243         0                -          2790
3_3_place_gp         363     -3710             68.9          3830
3_5_place_dp         363     -3760             68.9          3830
4_1_cts              365     -51.0             69.6          3650
5_1_grt              369     -60.3             71.9          3700
6_report             369         0             71.9          3640
-- cell type report --
type	instances	area, µm²
tap	50	62.6
inverter	49	184
multi-input combinational	194	2030
fill	342	1130
timing repair buffer	76	617
-- synthesized netlist by cell type --
cell type                  instances
sky130_fd_sc_hd__and2_1           47
sky130_fd_sc_hd__a211oi_2          1
sky130_fd_sc_hd__ha_1             36
sky130_fd_sc_hd__a21oi_1           5
sky130_fd_sc_hd__a211o_1           3
sky130_fd_sc_hd__nor2b_1           2
sky130_fd_sc_hd__o211ai_1          2
sky130_fd_sc_hd__nor2_1            6
sky130_fd_sc_hd__or4_1             1
sky130_fd_sc_hd__fa_1             36
sky130_fd_sc_hd__and2_4            1
sky130_fd_sc_hd__o311ai_0          1
sky130_fd_sc_hd__xor2_1            4
sky130_fd_sc_hd__and3_1            3
sky130_fd_sc_hd__nand3_1           1
sky130_fd_sc_hd__o21a_1            4
sky130_fd_sc_hd__o21ai_1           2
sky130_fd_sc_hd__inv_1            49
sky130_fd_sc_hd__o22a_1            1
sky130_fd_sc_hd__nor3_1            2
sky130_fd_sc_hd__a221oi_2          1
sky130_fd_sc_hd__nor4_1            1
sky130_fd_sc_hd__a31oi_1           1
sky130_fd_sc_hd__nor3b_2           1
sky130_fd_sc_hd__xnor2_1           7
sky130_fd_sc_hd__a21o_2            1
sky130_fd_sc_hd__nand2_1          23
sky130_fd_sc_hd__o21ai_0           1
-- routing by layer --
layer	vias to the layer above	part of all wire, %	global-route usage, %
li1	920	-	-
met1	878	48	32.7
met2	8	52	36.6
met3	0	0.38	0.347
met4	0	0	0
met5	-	0	0
Power figures rest on the tool's default switching activity, not on a simulated workload.
